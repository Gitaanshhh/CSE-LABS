--- design/flow/config.mk ---
export PLATFORM = sky130hd
export DESIGN_NAME = FourAdder
export DESIGN_NICKNAME = FourAdder
export VERILOG_FILES = /design/flow/design.v
export SDC_FILE = /design/flow/constraint.sdc
export NUM_CORES = 4
export LEC_CHECK = 1
export CORE_AREA = 10 10 70 70
export DIE_AREA = 0 0 80 80
--- design/flow/constraint.sdc ---
current_design FourAdder

set clk_period 5.0
set clk_io_pct 0.2

create_clock -name clk0 -period $clk_period

set non_clock_inputs [all_inputs -no_clocks]
set_input_delay [expr $clk_period * $clk_io_pct] -clock clk0 $non_clock_inputs
set_output_delay [expr $clk_period * $clk_io_pct] -clock clk0 [all_outputs]
--- design/flow/design.v ---
module FullAdder (x, y, cin, s, cout);
input wire x, y, cin;
output reg s, cout;
always@(x, y, cin)
begin
 {cout, s}=x+y+cin;
end
endmodule
module FourAdder (cin, x3, x2, x1, x0, y3, y2, y1, y0, s3, s2, s1, s0, cout);
input cin, x3, x2, x1, x0, y3, y2, y1, y0;
output s3, s2, s1, s0, cout;
FullAdder stage0 (cin, x0, y0, s0, c1);
FullAdder stage1 (c1, x1, y1, s1, c2);
FullAdder stage2 (c2, x2, y2, s2, c3);
FullAdder stage3 (c3, x3, y3, s3, cout);
endmodule
--- design/flow/run.sh ---
#!/bin/bash
# OpenROAD 26Q1-2900-gdf79404cd8, Yosys 0.63+post, stock flow scripts
make -C /OpenROAD-flow-scripts/flow DESIGN_CONFIG=/design/flow/config.mk WORK_HOME=/design/flow/orfs finish
==> notes.md <==
run metrics: Max VDD drop=0.02999 mV, worst setup path start=cin, WL final=429 um, total congestion overflow=0, Slew @ Worst Pin=0.1166 ns, worst rel slew slack=92.21%, clock buf count=0, row count=21, post-route minimum period=4.473 ns, vias in the first global route=124, CP arrival=3.47 ns, power density over cell area=90.26 mW/mm^2, CP Capture Type=output pin, Max FO, Critical Path=1, Yosys chip area=117.6 sq um, input/output buffers=14, worst hold-check path type=primary input to output pin, Setup CP Type=primary input to output pin, Post-CTS Setup Repair Bufs=0, total power=0.00002846 W, post-route design area=315.3 sq um, crit path DRT=4.00 ns, Mapped Cells=14, achievable frequency=223.6 MHz, Hold-fix buffers, CTS=0, Antenna Nets Post-Route=0, first-pass GRT wire length=724 um, register share after synthesis=0%, Starting Density=3.443%, RSZ-0062 raised after global routing=false, Yosys warnings=4, via count=119, initial antenna violation count=0, DIE AREA=0.006400 sq mm, tool warnings=32, n_diodes=0, length of the first detailed-routing pass in iterations=2, Avg Inst Size Synth=8.401 sq um, Core ar.=0.003416 sq mm, Top Ports=14, status=complete, no violations, sequential cell area=0 sq um, Initial DRC Count=1, period utilization=89.46%, Worst Hold Slack=3.043 ns, GRT Overall Usage=1.439%, Syn-to-layout area delta=168.1%, Final GP Congestion=0.7816, critical path launch point type=primary input, Die W=80 um, share of cells above drive strength 1=0%, flop count=0, most frequent logic cell in the layout=clkdlybuf4s50_1, final setup fails=0, non-filler cells, final=74, HPWL after DPL=417.8 um, Cell Type Count=2, DR WL/cell=5.797 um, Top cells excl fill/tap=clkdlybuf4s50_1, inv_1, fa_1, max_cap viols=0, DRC=0, ys cells=14, Die H=80 um, setup TNS=0 ns, mapped cell area=117.6 sq um, placed cell count=74, vias per inst=1.608, Final Hold Vio Count=0, Resize count post-CTS=0, CP endpoint=s3, Hold Startpoint=y0, Slew Limit Fails=0, static leakage=0.1372 nW, largest net degree at the start of global routing=2, Area after DPL=315.3 sq um
## stage by stage
step           setup slack (ns)  utilization, %
5_1_grt                  0.3704           9.231
3_3_place_gp             0.5475           9.231
3_5_place_dp             0.5223           9.231
4_1_cts                  0.5058           9.231
6_report                 0.5268           9.231
2_1_floorplan             1.523               -
## worst max-delay path, stage by stage
cell	delay [ns]
clkdlybuf4s50_1	0.40
inv_1	0.08
fa_1	0.17
inv_1	0.05
fa_1	0.41
fa_1	0.37
inv_1	0.07
fa_1	0.40
inv_1	0.06
clkdlybuf4s50_1	0.47
## cells by family after synthesis
logic type / synth area share (%)
fa+ha+maj: 68.09
buf+inv: 31.92
## where the power goes
part | switching [W] | internal [W] | total (W) | leakage [nW]
clock network | 0 | 0 | 0 | 0
logic | 0.00000798 | 0.0000205 | 0.0000285 | 0.137
registers | 0 | 0 | 0 | 0
total | 0.00000798 | 0.0000205 | 0.0000285 | 0.137
## cell usage after synthesis
master	instances	area [sq um]
inv_1	10	37.54
fa_1	4	80.08
## metal layers
metal	vias to the layer above	global-route usage (%)	share of wire (%)
met5	-	0	0
met4	0	0	0
met3	0	0.6818	19
met2	13	1.525	26
met1	46	2.473	55
li1	60	-	-
## layout make-up
type                            count  area [sq um]
Fill cell                         407          3100
Inverter                           10         37.54
Multi-Input combinational cell      4         80.08
Tap cell                           46         57.56
Timing Repair Buffer               14         140.1
## worst min path at each step
| stage | end | slack, ns | cells after the start |
|---|---|---|---|
| 6_report | s0 | 3.04 | 5 |
| 5_1_grt | s0 | 3.11 | 5 |
| 4_1_cts | s0 | 3.06 | 5 |
Power is estimated from default activity; no workload was simulated.
