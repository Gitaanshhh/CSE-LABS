--- /design/flow/config.mk ---
export PLATFORM = sky130hd
export DESIGN_NAME = Multiplier
export DESIGN_NICKNAME = Multiplier
export VERILOG_FILES = /design/flow/design.v
export SDC_FILE = /design/flow/constraint.sdc
export NUM_CORES = 4
export LEC_CHECK = 1
export CORE_AREA = 10 10 70 70
export DIE_AREA = 0 0 80 80
--- /design/flow/constraint.sdc ---
current_design Multiplier

set clk_period 1.0
set clk_io_pct 0.2

create_clock -name clk0 -period $clk_period

set non_clock_inputs [all_inputs -no_clocks]
set_input_delay [expr $clk_period * $clk_io_pct] -clock clk0 $non_clock_inputs
set_output_delay [expr $clk_period * $clk_io_pct] -clock clk0 [all_outputs]
--- /design/flow/run.sh ---
#!/bin/bash
# OpenROAD 26Q1-2900-gdf79404cd8, Yosys 0.63+post, stock flow scripts
make -C /OpenROAD-flow-scripts/flow DESIGN_CONFIG=/design/flow/config.mk WORK_HOME=/design/flow/orfs finish
--- /design/flow/design.v ---
module fullAdder (x, y, cin, s, cout);
input wire x, y, cin;
output reg s, cout;
always@(*)
begin
 s = x^y^cin;
 cout = (x&y)|(x&cin)|(y&cin);
end
endmodule
module halfAdder (x, y, s, cout);
input wire x, y;
output reg s, cout;
always@(*)
begin
 s = x^y;
 cout = x&y;
end
endmodule
module Multiplier (a, b, p);
input [2:0] a,b;
output [5:0] p;
assign p[0] = (a[0]&b[0]);
halfAdder ha1 ((b[1]&a[0]), (a[1]&b[0]), p[1], cout1);
halfAdder ha2 ((b[0]&a[2]), (a[1]&b[1]), x1, cout2);
fullAdder fa1 (x1, cout1, (b[2]&a[0]),p[2], count3);
halfAdder ha3 ((b[1]&a[2]), (a[1]&b[2]), x2, cout4);
fullAdder fa2 (x2, cout2, cout3,p[3], count5);
fullAdder fa3 ((b[2]&a[2]), cout4, cout5, p[4], p[5]);
endmodule
==> qor.yml <==
sta:
  final_hold_viol_count: 0
  rsz0062_at_grt: "true"
  fin_setup_tns_ns: -0.1855
  fmax_mhz: 843.5
  setup_viol: 1
  worst_slack_ns: -0.1855
  min_period_over_period_pct: 118.6
  finalWorstPathRequiredPeriod_ns: 1.186
  final_max_slew_viol_count: 0
  timing.hold.ws_ns: 0.7530
outcome:
  violations: "setup timing"
  status: "finished with violations"
floorplan:
  io_pins: 12
  core_um2: 3416
  rows: 21
  chipHeight_um: 80
  die_w_um: 80
  fp_util_pct: 3.553
  chip_area_um2: 6400
setup_path:
  critical-path-top-delay-family: "XOR/XNOR gates"
  slowest_delay_ns: 0.15
  crit_fanout: 2
  start_kind: "input pin"
  crit_type: "in2out"
  cp-end-kind: "output port"
  cp.arrival_ns: 0.99
  path_cells: "buf_6 -> and2_4 -> ha_4 -> xor2_2 -> xnor2_1 -> buf_2"
  worst-path-buf-inv: 2
  cp.required_ns: 0.80
  critPathSlowestCell: "and2_4"
logic_synthesis:
  yosys_cells: 18
  synth_cells: 18
  yosys_warnings: 13
  ys_area_um2: 121.4
  top_cells_by_area: "buf_4 31%, xor2_1 14%, and2_1 10%, ha_1 10%, nand2_1 9.3%"
  top_area_share_pct: 30.93
  synth_cell_types: 10
  syn-cell-area_um2: 121.4
  top_area_cell: "buf_4"
  syn_avg_cell_area_um2: 6.743
  seq_area_frac_synth_pct: 0
drt:
  drtAntennaViolNets: 0
  routed_wl_um: 378
  vias: 136
  dr.pass1.iters: 1
  drt-initial-drc-count: 0
  vias_per_cell: 1.838
  wl_per_cell_um: 5.108
  drc: 0
  n_antenna_cell: 0
flow_run:
  drv_cap: 0
  warnings: 35
global_routing:
  overflow: 0
  antenna_found_initial: 0
  use_met2_pct: 1.685
  grt_pass1_vias: 126
  global_route.usage.met3_pct: 0.6818
  top_usage_layer: "met2"
  grt_max_degree: 4
  grt.total_usage_pct: 1.039
  grtUsageMet1_pct: 1.187
  grt_pass1_wl_um: 572
worst_hold_path:
  holdCritStartpoint: "b[0]"
  worstHoldPathType: "in2out"
  hold_depth: 3
  min_to: "p[0]"
layout:
  area_growth_syn_to_layout_pct: 156.7
  layout_top_cells: "6 x buf_6, 3 x nand2_1, 3 x buf_2"
  design.seq.count: 0
  lay_top_count: "buf_6"
  n_clock_buffer: 0
  drive_above_1_share_pct: 60.71
  finish.utilization_pct: 9.121
  regArea_um2: 0
power_and_ir_drop:
  power.total_uw: 95.20
  power_density_nw_per_um2: 305.6
  ir_worst_vdd_uv: 30.31
  leakage_uw: 0.0001263
placed_design:
  gp_congestion: 0.7157
  io_buffers: 10
  dp_slack_ns: -0.9507
  dp_hpwl_um: 317.6
clocking:
  hold_buffers: 0
## layout make-up
type               instances  area, um2
repair buffers            14      127.6
fillers                  402       3104
well taps                 46      57.56
multi-input cells         14      126.4
## cells by family after synthesis
group,synth area share (%)
simple gates,34.02
buf+inv,30.93
other cells,3.090
xor+xnor,21.65
fa+ha+maj,10.31
## Yosys cell counts, drive strengths merged
library cell  n
xor2          2
buf           5
ha            1
and2          3
conb          1
nor2          1
nand2         4
xnor2         1
## worst max path at each step
stage     from    to  slack, ns  cells after the start
4_1_cts   a[1]  p[2]      -0.20                      6
5_1_grt   b[1]  p[2]      -0.22                      6
6_report  b[1]  p[2]      -0.19                      6
## through the flow
step / cells / instance area (um2)
2_1_floorplan: 19 / 141.4
3_3_place_gp: 73 / 284.0
3_5_place_dp: 73 / 284.0
4_1_cts: 74 / 287.8
5_1_grt: 74 / 311.5
6_report: 74 / 311.5
## report_power, final
part / total, uW / internal (uW) / leakage, uW / switching, uW
registers: 0 / 0 / 0 / 0
logic: 95.2 / 63.3 / 0.000126 / 31.9
clock network: 0 / 0 / 0 / 0
## routing by layer
| metal | wire length, um | vias up |
|---|---|---|
| li1 | - | 66 |
| met1 | 150 | 59 |
| met2 | 138 | 11 |
| met3 | 89 | 0 |
| met4 | 0 | 0 |
| met5 | 0 | - |
## worst min-delay path: stages
cell and delay, ns:
buf_6 0.07, and2_1 0.11, clkdlybuf4s15_1 0.17
## repair_timing
action                                  CTS  global route
gates resized                            32             6
cloned                                    0             0
setup buffers                             1             0
endpoints found under the setup margin    4             3
pin swaps                                 6             4
Power is estimated from default activity; no workload was simulated.
