File: flow/design.v
module Decoder2to4 (W, E, Y);
input wire [1:0] W;
input wire E;
output reg [3:0] Y;
always@(*)
begin
  for (integer k = 0; k <= 3; k = k+1)
  if ((W == k) && (E == 0))  
    Y[k] = 1;
   else
    Y[k] = 0;
end
endmodule
module Decoder4to16 (W, E, Y);
  input wire [3:0] W;
  input wire E;
  output wire [15:0] Y;
  wire [3:0] T;
  Decoder2to4 d1 (W[3:2], ~E, T);
  Decoder2to4 d2 (W[1:0], ~T[0], Y[3:0]);
  Decoder2to4 d3 (W[1:0], ~T[1], Y[7:4]);
  Decoder2to4 d4 (W[1:0], ~T[2], Y[11:8]);
  Decoder2to4 d5 (W[1:0], ~T[3], Y[15:12]);
endmodule
File: flow/run.sh
#!/bin/bash
# OpenROAD 26Q1-2900-gdf79404cd8, Yosys 0.63+post, stock flow scripts
make -C /OpenROAD-flow-scripts/flow DESIGN_CONFIG=/design/flow/config.mk WORK_HOME=/design/flow/orfs finish
File: flow/config.mk
export PLATFORM = sky130hd
export DESIGN_NAME = Decoder4to16
export DESIGN_NICKNAME = Decoder4to16
export VERILOG_FILES = /design/flow/design.v
export SDC_FILE = /design/flow/constraint.sdc
export NUM_CORES = 4
export LEC_CHECK = 1
export CORE_AREA = 10 10 70 70
export DIE_AREA = 0 0 80 80
File: flow/constraint.sdc
current_design Decoder4to16

set clk_period 1.0
set clk_io_pct 0.2

create_clock -name clk0 -period $clk_period

set non_clock_inputs [all_inputs -no_clocks]
set_input_delay [expr $clk_period * $clk_io_pct] -clock clk0 $non_clock_inputs
set_output_delay [expr $clk_period * $clk_io_pct] -clock clk0 [all_outputs]
==> changes_impl.md <==
### Physical design

- Via/cell ratio: between 2 and 3
- Unrepaired setup endpoints after global routing: true
- Clock power frac: 0%
- Die Footprint: between 6000 and 7000 um2
- Leak: between 0.2 and 0.25 nW
- Most frequent cell after synthesis: nor2_1
- Violated checks: setup timing
- Yosys cell count: 23
- # setup viols final: 12
- Internal: around 0.078 mW
- Clock buffer cells: 0
- Largest net degree at the start of global routing: 8
- Slew Limit Fails: 0
- Seq pwr share: 0%
- Antenna diodes: 0
- Comb pwr share: roughly 100%
- 1st-iter DRT viols: 31
- Netlist cell types: 8
- Critical Path Source: W[3]
- Vias in the first global route: 296
- Final-layout fill cell count: between 300 and 400
- Pwr Total: ~0.14 mW
- Gpl congestion: between 0.7 and 0.8
- Max-area cell share: between 30% and 40%
- Starting density of the core: between 3 and 4%
- Pre-CTS WS: -0.928 ns
- Vias: ~300
- Post-Place Cells: between 90 and 100
- Slew @ Worst Pin: between 0.15 and 0.2 ns
- Gr ovfl total: 0
- NetSw: 0.0602 mW
- Crit Path Category: input pin to primary output
- Most frequent cells after synthesis: 12 x nor2_1, 3 x nor3_1, 2 x nand2b_1, 2 x nand3b_1
- Area delta synth->final: 348%
- Top cells by area: nor2_1 38%, nor3_1 13%, nand3b_1 13%
- Worst vdd ir: between 0.00004 and 0.00005 V
- Register area share after synthesis: 0%
- First-pass GRT wire length: about 1600 um
- Outcome: finished, violations left
- Area leader, netlist: nor2_1
- Yosys warning count: 1
- Cell count after synthesis: 23
- Net Sw Frac: between 40 and 50%
- CP required: about 0.8 ns
- Synth Cell Area: 118 um2
- Setup TNS Final: -1.59 ns
- Yosys stat area: about 120 um2
- Flop area: 0 um2
- Pwr dens: 261 nW/um2
- Io pins: 21
- Startpoint types: input pin
- Core area: roughly 3400 um2
- Share of post-route cells with drive strength above 1: a little under nine tenths
- Worst hold start: W[0]
- Die width: 80 um
- Final core occ: between 10% and 20%
- Final Hold Viols: 0
- Count of tool warnings: 34
- DPL Wire Length: ~780 um
- Fmax: roughly 0.8 GHz
- Min-delay worst type: input pin to primary output
- Total of max-cap violations: 0
- DRC: 0
- CP max FO: 3
- Fin crit share: 125%
- CTS Hold Bufs: 0
- Final WS setup: -0.250 ns
- Total Routed Length: roughly 1000 um
- Flops: 0
- Post-route ant nets: 0
- Post-Layout Cell Count: 102
- Pre-Repair DR Iteration Count: 2
- Die H: 80 um
- Max-slew headroom: about nine tenths
- Port bufs: 21
- Crit path DAT: roughly 1.1 ns
- Num rows: 21
- Syn Area/Cell: between 5 and 6 um2
- Wire length per cell: between 10 and 15 um
- Crit end category: primary output
- Total GRT Usage: under 10%
- Antenna violations before repair: 0
- Minimum clock period: roughly 1.2 ns
## power groups by stage
stage	Sequential, mW	Clock, mW	Combinational [mW]
after CTS	0	0	0.118
final	0	0	0.138
after global routing	0	0	0.149
## logic make-up after synthesis
family | synth area share (%)
simple gates | 100
## metrics by stage
stage               hold WS [ns]  instance area [um2]
finish                     0.667                  527
global route               0.684                  527
CTS                        0.699                  474
detailed placement          1.47                  393
global placement            1.48                  393
floorplan                  0.413                  118
## path summary, 6_finish.rpt
| path | slack [ns] | depth (start not counted) | to |
|---|---|---|---|
| min | 0.67 | 3 | Y[4] |
| max | -0.25 | 5 | Y[0] |
## placed cells by master, fill, tap and decap left out, drive strengths merged
cell / n
buf: 28
nor2: 12
nor3: 4
dlygate4sd2: 3
nand2b: 2
nand3b: 2
clkbuf: 2
nand2: 1
or3b: 1
nand3: 1
## routing by layer
metal,up-vias,track usage [%],wire (um)
met5,-,0,0
met4,0,0,0
met3,0,0.909,100
met2,12,5.38,519
met1,135,3.76,407
li1,145,-,-
## timing repair
| action | 4_1_cts | 5_1_grt |
|---|---|---|
| gates resized | 88 | 16 |
| pin swaps | 16 | 8 |
| buffers inserted | 9 | 2 |
| endpoints found under the setup margin | 16 | 16 |
## area by class of cell
| type | instances | area [um2] | area share [%] |
|---|---|---|---|
| Timing Repair Buffer | 33 | 264 | 50.1 |
| Tap cell | 46 | 57.6 | 10.9 |
| Multi-Input combinational cell | 23 | 205 | 39.0 |
## critical path, cell delays in order
cell and delay [ns]:
buf_8 0.10, or3b_4 0.41, buf_6 0.13, nor3_2 0.09, buf_2 0.12
Power is estimated from default activity; no workload was simulated.
